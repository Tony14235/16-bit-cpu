## ./run.sh

```bash
#!/bin/bash
# OpenROAD 26Q1-2900-gdf79404cd8, Yosys 0.63+post, stock flow scripts
make -C /OpenROAD-flow-scripts/flow DESIGN_CONFIG=/design/flow/config.mk WORK_HOME=/design/flow/orfs finish
```

## ./config.mk

```make
export PLATFORM = sky130hd
export DESIGN_NAME = addr_adder
export DESIGN_NICKNAME = addr_adder
export VERILOG_FILES = /design/flow/design.v
export SDC_FILE = /design/flow/constraint.sdc
export NUM_CORES = 4
export LEC_CHECK = 1
export CORE_AREA = 10 10 88 88
export DIE_AREA = 0 0 98 98
```

## ./constraint.sdc

```tcl
current_design addr_adder

set clk_period 7.3
set clk_io_pct 0.2

create_clock -name clk0 -period $clk_period

set non_clock_inputs [all_inputs -no_clocks]
set_input_delay [expr $clk_period * $clk_io_pct] -clock clk0 $non_clock_inputs
set_output_delay [expr $clk_period * $clk_io_pct] -clock clk0 [all_outputs]
```

## ./design.v

```verilog
module cpu(clk,reset,mdata,in,out,N,V,Z,mem_addr,mem_cmd,halt);
    input clk, reset;
    input [15:0] in;
    input [15:0] mdata;  
    output [15:0] out;
    output N, V, Z;
    output [8:0]mem_addr;
    output [2:0]mem_cmd;
    output halt;
    wire [15:0] instruction; 
    wire [2:0]  nsel;       
    wire [2:0]  opcode;     
    wire [1:0]  op;         
    wire [1:0]  ALUop;      
    wire [15:0] sximm8;  
    wire [1:0]  shift_in;  
    wire [2:0]  reg_num;  
    wire [10:0] data_path_control;  
    wire [5:0]  mem_control;  
    wire [15:0] sximm5;    
    wire [8:0] next_addr;  
    wire [8:0] PC;  
    wire [8:0] next_pc;   
    wire [8:0] DA; 
    wire [8:0] return_addr;  
    wire [8:0] temp_addr;  
    wire s_sel;
    wire [3:0] state;
    wire [8:0] Rd;
register #(16) IR (mem_control[3], clk, in, instruction ); 
decoder ID (instruction, nsel, opcode,op,sximm8,shift_in,reg_num,sximm5,ALUop); 
state_machine SM (reset,clk,opcode,op,nsel,data_path_control,mem_control,mem_cmd,halt,state);  
datapath DP(mdata,sximm8,{7'b0000000,return_addr},out,data_path_control[10:7],data_path_control[3],data_path_control[2],data_path_control[5],data_path_control[4],
                      data_path_control[1],data_path_control[0],ALUop,shift_in,reg_num,data_path_control[6],reg_num,clk,{N,V,Z},sximm5); 
mux2_9 reset_mux (9'b000000000,next_addr,mem_control[0],next_pc);  
addr_adder U1 (mem_control[5],state,out[8:0],PC,next_addr,sximm8,instruction,N,V,Z,temp_addr,s_sel); 
register #(9) counter (mem_control[1],clk,next_pc,PC); 
mux2_9 addr_mux (PC, DA, mem_control[2], mem_addr); 
register #(9) data_address (mem_control[4],clk,out[8:0],DA); 
register #(9) sreg (s_sel, clk, temp_addr, return_addr);   
endmodule
module state_machine(reset,clk,opcode,op,nsel,data_path_control,mem_control,mem_cmd,halt,state);
   input reset,clk;
   input [2:0] opcode;
   input [1:0] op;
   output [10:0]data_path_control; 
   output [2:0] nsel;  
   output [5:0] mem_control;
   output [2:0] mem_cmd;
   output halt;
   output [3:0]state;
   reg [26:0] next; 
   reg [3:0] state;
   reg [10:0] data_path_control; 
   reg [2:0] nsel;
   reg [5:0] mem_control; 
   reg [2:0] mem_cmd; 
   reg halt;
   always@(posedge clk)begin    
         casex({state,opcode,op,reset})
           {4'bxxxx,6'bxxxxx1}:next = {9'b000001011,4'b0000,14'b00000000000000};          
           {4'b0000,6'bxxxxx0}:next = {9'b000010100,4'b0001,14'b00000000000000};          
           {4'b0001,6'bxxxxx0}:next = {9'b001010100,4'b0010,14'b00000000000000};          
           {4'b0010,6'bxxxxx0}:next = {9'b000001010,4'b0100,14'b00000000000000};          
           {4'b0100,6'bxxxxx0}:next = {9'b000001000,4'b1000,14'b00000000000000};          
           {4'b1000,6'b111xx0}:next = {9'b000001000,4'b1000,14'b00000000000000};           
           {4'b1000,6'b010110}:next = {9'b000001000,4'b1001,14'b01001001000000};           
           {4'b1001,6'b010110}:next = {9'b000010100,4'b0001,14'b01001000000000};           
           {4'b1000,6'b010100}:next = {9'b000001000,4'b1001,14'b01001001000000};           
           {4'b1001,6'b010100}:next = {9'b000001000,4'b1010,14'b01000100011000};           
           {4'b1010,6'b010100}:next = {9'b000001000,4'b1011,14'b01000100001010};           
           {4'b1011,6'b010100}:next = {9'b100001010,4'b1100,14'b01000100001010};           
           {4'b1100,6'b010100}:next = {9'b000010100,4'b0001,14'b01001000000000};           
           {4'b1000,6'b010000}:next = {9'b000001000,4'b1001,14'b01000100011000};           
           {4'b1001,6'b010000}:next = {9'b000001000,4'b1010,14'b01000100001010};           
           {4'b1010,6'b010000}:next = {9'b100001010,4'b1011,14'b01000100001010};           
           {4'b1011,6'b010000}:next = {9'b000010100,4'b0001,14'b01001000000000};          
           {4'b1000,6'b001000}:next = {9'b000010100,4'b0001,14'b00000000000000};           
           {4'b1000,6'b100000}:next = {9'b000001000,4'b1001,14'b00101000100110};           
           {4'b1001,6'b100000}:next = {9'b000001000,4'b1010,14'b00101000000110};           
           {4'b1010,6'b100000}:next = {9'b010001100,4'b1011,14'b00100100011010};           
           {4'b1011,6'b100000}:next = {9'b000001100,4'b1100,14'b00100100001010};           
           {4'b1100,6'b100000}:next = {9'b000100000,4'b1101,14'b00100100000000};           
           {4'b1101,6'b100000}:next = {9'b000100000,4'b1111,14'b00100100000000};           
           {4'b1111,6'b100000}:next = {9'b000010100,4'b0001,14'b00100100000000};          
           {4'b1000,6'b011000}:next = {9'b000001000,4'b1001,14'b00011000100110};           
           {4'b1001,6'b011000}:next = {9'b000001000,4'b1010,14'b00011000000110};           
           {4'b1010,6'b011000}:next = {9'b010001000,4'b1011,14'b00010100000000};           
           {4'b1011,6'b011000}:next = {9'b000010000,4'b1100,14'b00010100000000};           
           {4'b1100,6'b011000}:next = {9'b000010000,4'b1101,14'b00010101000000};           
           {4'b1101,6'b011000}:next = {9'b000001000,4'b1111,14'b00010100000000};           
           {4'b1111,6'b011000}:next = {9'b000010100,4'b0001,14'b00010100000000};          
           {4'b1000,6'b110100}:next = {9'b000001000,4'b1001,14'b00101001000000};          
           {4'b1001,6'b110100}:next = {9'b000010100,4'b0001,14'b00101000000000};          
           {4'b1000,6'b110000}:next = {9'b000001000,4'b1001,14'b10000010010010};          
           {4'b1001,6'b110000}:next = {9'b000001000,4'b1010,14'b10000010001010};          
           {4'b1010,6'b110000}:next = {9'b000001000,4'b1011,14'b10000101000010};          
           {4'b1011,6'b110000}:next = {9'b000010100,4'b0001,14'b10000100000000};          
           {4'b1000,6'b101000}:next = {9'b000001000,4'b1001,14'b10000010011100};        
           {4'b1001,6'b101000}:next = {9'b000001000,4'b1010,14'b10001000101100};        
           {4'b1010,6'b101000}:next = {9'b000001000,4'b1011,14'b10000100000010};        
           {4'b1011,6'b101000}:next = {9'b000001000,4'b1100,14'b10000101000010};        
           {4'b1100,6'b101000}:next = {9'b000010100,4'b0001,14'b10000100000000};        
           {4'b1000,6'b101010}:next = {9'b000001000,4'b1001,14'b10000010011100};        
           {4'b1001,6'b101010}:next = {9'b000001000,4'b1010,14'b10001000101100};        
           {4'b1010,6'b101010}:next = {9'b000001000,4'b1011,14'b10001000000001};        
           {4'b1011,6'b101010}:next = {9'b000010100,4'b0001,14'b10001000000000};        
           {4'b1000,6'b101100}:next = {9'b000001000,4'b1001,14'b10000010011100};        
           {4'b1001,6'b101100}:next = {9'b000001000,4'b1010,14'b10001000101100};        
           {4'b1010,6'b101100}:next = {9'b000001000,4'b1011,14'b10000100000010};        
           {4'b1011,6'b101100}:next = {9'b000001000,4'b1100,14'b10000101000010};        
           {4'b1100,6'b101100}:next = {9'b000010100,4'b0001,14'b10000100000000};        
           {4'b1000,6'b101110}:next = {9'b000001000,4'b1001,14'b10000010011100};        
           {4'b1001,6'b101110}:next = {9'b000001000,4'b1010,14'b10000100001010};        
           {4'b1010,6'b101110}:next = {9'b000001000,4'b1011,14'b10000101000010};        
           {4'b1011,6'b101110}:next = {9'b000010100,4'b0001,14'b10000100000000};        
           default:next = {27{1'bx}};
       endcase 
       halt = next[17]&~next[16]&~next[15]&~next[14]&opcode[2]&opcode[1]&opcode[0];
       state = next[17:14];  
       nsel = next[9:7];                           
       data_path_control = {next[13:10],next[6:0]};   
       mem_control = {next[26:24],next[20:18]};  
       mem_cmd = next[23:21]; 
      end
endmodule
module decoder (instruction, nsel, opcode, op,sximm8,shift_in,reg_num,sximm5,ALUop);
    input [15:0]instruction;   
    input [2:0]nsel;           
    output [2:0] opcode;      
    output [1:0] op;
    output [1:0] ALUop;
    output [15:0]sximm8;      
    output [1:0] shift_in;    
    output [2:0] reg_num;     
    output [15:0] sximm5;    
    reg [2:0] rn,rd,rm;      
    reg [15:0]sximm8;
    reg [1:0] shift_in;
    reg [2:0] opcode;
    reg [1:0] op;
    reg [2:0] reg_num;
    reg [1:0] ALUop;  
    reg [15:0]sximm5; 
  always @ (*)begin
      opcode = instruction[15:13];  
      op = instruction[12:11];     
      ALUop = instruction[12:11];   
      rn = instruction[10:8];      
      rd = instruction[7:5];       
      rm = instruction[2:0];       
       casex(instruction[15:11])
          5'b101xx:ALUop = instruction[12:11];   
          5'b110xx:ALUop = instruction[12:11];   
          5'b100xx:ALUop = instruction[12:11];   
          5'b011xx:ALUop = instruction[12:11];   
          5'b001xx:ALUop = 2'b00;  
          5'b010xx:ALUop = 2'b00;  
          default:ALUop = 2'b00;
      endcase
        casex(instruction[15:11])
          5'b101xx:shift_in = instruction[4:3];   
          5'b110xx:shift_in = instruction[4:3];   
          5'b100xx:shift_in = 2'b00;
          5'b011xx:shift_in = 2'b00;
          5'b001xx:shift_in = 2'b00;  
          5'b010xx:shift_in = 2'b00;  
          default:shift_in = 2'b00;
      endcase
	case(instruction[7])
          1'b0:sximm8 = {8'b00000000,instruction[7:0]};
          1'b1:sximm8 = {8'b11111111,instruction[7:0]};
          default: sximm8 = {8'bxxxxxxxx,instruction[7:0]};
      endcase
        case(instruction[4])
          1'b0:sximm5 = {11'b00000000000,instruction[4:0]};
          1'b1:sximm5 = {11'b11111111111,instruction[4:0]};
          default: sximm5 = {11'bxxxxxxxxxxx,instruction[4:0]};
      endcase
    end
  always @(nsel,rd,rn,rm) begin                
     case(nsel)
          3'b100:reg_num = rn;                 
          3'b010:reg_num = rd;
          3'b001:reg_num = rm;
          default: reg_num = {3{1'bx}};
      endcase
   end
endmodule
module mux2_9(addr_zero,next_addr,reset_pc,next_pc);                   
    input [8:0] addr_zero,next_addr ;
    input  reset_pc;
    output [8:0] next_pc;
    reg [8:0] next_pc;
    always @(*) begin
       case(reset_pc)
          1'b1:next_pc = addr_zero;                 
          1'b0:next_pc = next_addr; 
          default: next_pc = {9{1'bx}};
      endcase
     end
endmodule   
module addr_adder (control,state,sout,curr_addr,next_addr,sximm8,instruction,N,V,Z,temp_addr,s_sel);
input [8:0] sout,curr_addr; 
input  N,V,Z;
input control; 
input [15:0] instruction;  
input [3:0] state; 
input  [15:0]sximm8; 
output [8:0] next_addr;
output [8:0] temp_addr; 
output s_sel;
reg  [8:0] next_addr, temp_addr;
reg [8:0] eq,ne,lt,le;
reg s_sel;
wire [8:0] Rd;
assign Rd = control?sout[8:0]:curr_addr;    
always @(*) begin
  eq = {9{Z}};
  ne = {9{~Z}};
  lt = ~{9{N===V}};
le = {9{(lt||eq)}};
       casex(instruction[15:8])
          {3'b110,5'bxxxxx}:next_addr = curr_addr + 1'b1;  
          {3'b101,5'bxxxxx}:next_addr = curr_addr + 1'b1;  
          {3'b011,5'bxxxxx}:next_addr = curr_addr + 1'b1;  
          {3'b100,5'bxxxxx}:next_addr = curr_addr + 1'b1;  
          {3'b111,5'bxxxxx}:next_addr = curr_addr + 1'b1;  
          {3'b010,5'b11111}:next_addr = curr_addr + 1'b1 + sximm8[8:0];  
          {3'b010,5'b00000}:next_addr = Rd;  
          {3'b010,5'b10111}:next_addr = Rd;  
          {3'b001,5'b00000}:next_addr = (curr_addr + 1'b1) + sximm8[8:0] ;    
          {3'b001,5'b00001}:next_addr = (curr_addr + 1'b1) + (sximm8[8:0]&eq);    
          {3'b001,5'b00010}:next_addr = (curr_addr + 1'b1) + (sximm8[8:0]&ne) ;    
          {3'b001,5'b00011}:next_addr = (curr_addr + 1'b1) + (sximm8[8:0]&lt) ;    
          {3'b001,5'b00100}:next_addr = (curr_addr + 1'b1) + (sximm8[8:0]&le) ;    
          default: next_addr = {9{1'bx}};
      endcase
  temp_addr = curr_addr + 1'b1;  
  s_sel = ~instruction[15]&instruction[14]&~instruction[13]&instruction[12]&~state[3]&state[2]&~state[1]&~state[0];  
     end
endmodule 
```

==> out/metrics.yaml <==
status: "completed"
synth.avg_cell_area_um2: 7.35
core_um2: 5920
rsz0062_at_grt: "false"
tightestPinTransition_ns: 0.602
io_buffers: 62
ff_latch_area_um2: 0
critical-path-top-delay-family: "AND-OR/OR-AND gates"
nFillCells: 636
num_vias: 1131
grt_start_max_net_pins: 15
vias_per_cell: 4.35
ys_cells: 125
synth_area_um2: 918
ios: 77
postLayoutCoreUtil_pct: 27.4
first_pass_iters: 4
initial_core_util_pct: 15.5
critPathKind: "in -> out"
cp_max_fo: 8
fmax_mhz: 150
seq_cell_count: 0
slew-limit-headroom_pct: 59.7
crit_path_max_incr_delay_ns: 0.55
yosys_warnings: 1
cts_setup_buffers: 0
drc_errors: 0
antennaDiodeCount: 0
critical_path.cell_chain: "clkdlybuf4s50_1 > or4b_1 > o311ai_1 > o21a_1 > nor2b_1 > ha_1 > inv_1 > fa_1 > nor2b_1 > o21ai_0 > a21boi_0 > o21a_1 > or3_1 > a31o_1 > clkdlybuf4s50_1"
start_kind: "primary input"
setup_tns_ns: 0
wl_per_cell_um: 14.4
yosys_area_um2: 918
place_hpwl_um: 3260
setup_viol: 0
hold_path_class: "in -> out"
die_x_um: 98
area_delta_synth_final_pct: 76.8
grt_pass1_vias: 1185
dieArea_um2: 9600
grtUsageMet3_pct: 2.92
warning_count: 47
met1_usage_pct: 10.0
timing.final.hold_violations: 0
routed_wl_um: 3750
grt_overflow_total: 0
power_density_nw_per_um2: 59.5
timing.hold.ws_ns: 3.91
die_y_um: 98
required_ns: 5.84
drv_cap: 0
num_rows: 28
busiest_layer: "met2"
globalplace.congestion: 0.853
peakVddDrop_v: 0.0000195
drv_slew: 0
fin_crit_ns: 6.65
crit_buf_inv: 3
total_power_mw: 0.0967
grt_pass1_wl_um: 6080
ys_seq_share_pct: 0
finalCritPeriodShare_pct: 91.1
synth_cells: 125
critPathCaptureType: "output port"
cts_hold_buf: 0
ys_types: 41
drt_iter0_drc: 52
postRouteAntennaNets: 0
use_met2_pct: 11.6
cts_resized: 0
critPathArrivalTime_ns: 5.19
gr-usage-all-layers_pct: 7.43
antenna_found_initial: 0
final-comb-area_um2: 883
p_leak_nw: 0.632
drive_above_1_share_pct: 3.24
nClkBuffers: 0
cpMaxStageDelayCell: "or4b_1"
==> area by class of cell <==
type / count / share of cell area (%)
multi-input cells: 116 / 54.4
repair buffers: 62 / 38.2
well taps: 75 / 5.78
inverters: 7 / 1.62
==> cells in the mapped netlist, drive strengths merged (3+ instances only) <==
library cell  instances  area, um^2
xor2                  6        52.6
mux2i                 9        90.1
nand3                 5        25.0
inv                   7        26.3
a21oi                 5        25.0
nor2b                 9        56.3
o21ai                13        65.1
nand2                 9        33.8
xnor2                 8        70.1
ha                    9         113
nor2                  8        37.5
or4b                  3        33.8
==> report_power, final <==
group	switching, mW	internal, mW
Clock	0	0
Combinational	0.0378	0.0589
Sequential	0	0
Total	0.0378	0.0589
==> stage by stage <==
stage / setup WS (ns) / area [um^2] / std cells
finish: 0.653 / 1620 / 260
floorplan: 1.97 / 918 / 125
CTS: 0.575 / 1620 / 260
global route: 0.332 / 1620 / 260
detailed placement: 0.595 / 1620 / 260
global placement: 0.628 / 1620 / 260
==> path summary, 6_finish.rpt <==
check | from | to | cells past startpoint
setup / recovery | instruction[9] | next_addr[6] | 15
hold / removal | state[2] | s_sel | 3
==> cells in the final DEF, fill, tap and decap left out, types with 6 or more instances in the layout <==
| cell type | instances |
|---|---|
| clkdlybuf4s50_1 | 62 |
| inv_1 | 7 |
| xnor2_1 | 8 |
| nand2_1 | 9 |
| xor2_1 | 6 |
| ha_1 | 9 |
| nor2_1 | 7 |
| o21ai_0 | 11 |
| nor2b_1 | 9 |
| mux2i_1 | 9 |
==> per-layer routing <==
| layer | vias up | part of all wire, % | routed length [um] |
|---|---|---|---|
| met3 | 0 | 9.6 | 360 |
| met4 | 0 | 0 | 0 |
| li1 | 591 | - | - |
| met5 | - | 0 | 0 |
| met2 | 40 | 42 | 1570 |
| met1 | 500 | 48 | 1810 |
==> cells by family after synthesis <==
logic type / after synthesis / synth area share, %
compound gates: 37 / 27.7
buf+inv: 9 / 3.81
mux: 9 / 9.81
fa+ha+maj: 10 / 14.4
xor+xnor: 14 / 13.4
simple gates: 46 / 30.9
