**design.v**
```verilog
module regfile(data_in,writenum,write,readnum,clk,data_out);
  input [15:0] data_in;
  input [2:0] writenum, readnum;
  input write, clk;
  output [15:0] data_out;
  wire [7:0] registernum;      
  wire [7:0] load;             
  wire [15:0] R0;     
  wire [15:0] R1; 
  wire [15:0] R2; 
  wire [15:0] R3; 
  wire [15:0] R4; 
  wire [15:0] R5; 
  wire [15:0] R6; 
  wire [15:0] R7; 
  wire [7:0] readnum_onehot;   
 decoder38 choose(writenum, registernum);  
 assign load = {registernum[7] & write, registernum[6] & write,registernum[5] & write, registernum[4] & write,
          registernum[3] & write,registernum[2] & write,registernum[1] & write, registernum[0] & write};       
  register #(16) r0 (load[0],clk,data_in,R0);           
  register #(16) r1 (load[1],clk,data_in,R1);
  register #(16) r2 (load[2],clk,data_in,R2);
  register #(16) r3 (load[3],clk,data_in,R3);
  register #(16) r4 (load[4],clk,data_in,R4);
  register #(16) r5 (load[5],clk,data_in,R5);
  register #(16) r6 (load[6],clk,data_in,R6);
  register #(16) r7 (load[7],clk,data_in,R7);
  decoder38 read(readnum, readnum_onehot);      
  mux8_16 pass(R0,R1,R2,R3,R4,R5,R6,R7,readnum_onehot, data_out);  
endmodule
module decoder38(writenum, out);   
    input [2:0] writenum;
    output [7:0] out;
     assign out[0] = ~writenum[0] & ~writenum[1] & ~writenum[2];  
     assign out[1] = writenum[0] & ~writenum[1] & ~writenum[2];
     assign out[2] = ~writenum[0] & writenum[1] & ~writenum[2];
     assign out[3] = writenum[0] & writenum[1] & ~writenum[2];
     assign out[4] = ~writenum[0] & ~writenum[1] & writenum[2];
     assign out[5] = writenum[0] & ~writenum[1] & writenum[2];
     assign out[6] = ~writenum[0] & writenum[1] & writenum[2];
     assign out[7] = writenum[0] & writenum[1] & writenum[2];
endmodule
module register(load, clk, in, out);   
   parameter n =16;
   input [n-1:0] in;
   input clk, load;
   output [n-1:0] out;
   reg [n-1:0] out;
   wire [n-1:0] next_out;
   assign next_out = load ? in:out;  
  always @(posedge clk)begin
     out = next_out; 
   end
endmodule
module mux8_16(r0,r1,r2,r3,r4,r5,r6,r7, read_num, data_out);
    input [15:0] r0,r1,r2,r3,r4,r5,r6,r7;
    input [7:0] read_num;
    output [15:0] data_out;
    reg [15:0] data_out;
    always @(*) begin           
       case(read_num)
          8'b00000001:data_out = r0; 
          8'b00000010:data_out = r1;
          8'b00000100:data_out = r2; 
          8'b00001000:data_out = r3; 
          8'b00010000:data_out = r4; 
          8'b00100000:data_out = r5; 
          8'b01000000:data_out = r6; 
          8'b10000000:data_out = r7; 
			 default:data_out = {16{1'bx}};
      endcase
     end
endmodule       
```
**run.sh**
```bash
#!/bin/bash
# OpenROAD 26Q1-2900-gdf79404cd8, Yosys 0.63+post, stock flow scripts
make -C /OpenROAD-flow-scripts/flow DESIGN_CONFIG=/design/flow/config.mk WORK_HOME=/design/flow/orfs finish
```
**config.mk**
```make
export PLATFORM = sky130hd
export DESIGN_NAME = regfile
export DESIGN_NICKNAME = regfile
export VERILOG_FILES = /design/flow/design.v
export SDC_FILE = /design/flow/constraint.sdc
export NUM_CORES = 4
export LEC_CHECK = 1
export CORE_UTILIZATION = 40
```
**constraint.sdc**
```tcl
current_design regfile

set clk_period 3.3
set clk_io_pct 0.2

create_clock -name clk0 -period $clk_period [get_ports {clk}]

set non_clock_inputs [all_inputs -no_clocks]
set_input_delay [expr $clk_period * $clk_io_pct] -clock clk0 $non_clock_inputs
set_output_delay [expr $clk_period * $clk_io_pct] -clock clk0 [all_outputs]
```
==> notes.md <==
The synthesis and PnR run went through. The flow ran to the end, and the final reports show no timing, DRC or antenna violations. The number of maximum-capacitance violations recorded for the run is 0. Count of TritonRoute iterations in the first routing pass landed at 4.

Distinct cell type count after synthesis landed at 22. The synthesized design contains 128 register bits. Data arrival time of the critical path landed at 2.55 ns. HPWL after detailed placement landed at 6.248 mm. At the end of routability-driven placement, the weighted congestion stood at 0.7801. The layout summary lists the proportion of cells stronger than drive strength 1 as 17.33%. Per-cell via count in the routed design landed at 5.123.

Looking at area per cell type in the netlist, the leader is sky130_fd_sc_hd__edfxtp_1. Counting stages on the worst path, the most repeated cell is sky130_fd_sc_hd__clkdlybuf4s50_1. The H-tree was split into 4 levels. Final tally of setup violations landed at 0.

The synthesis report gives the async set-or-reset register share as 0%. At the worst endpoint, the required time is 2.64 ns. Mean instance size in the synthesized netlist landed at 17.05 sq um. The routed design could run at a clock period as short as 3.215 ns. Post-route cell area landed at 6315 sq um.

According to the I/O placement log, the pin count is 40. Share of the synthesized area in the top cell type landed at 76.68%. The type recorded for the worst min-delay path is in2reg. Count of buffers added by post-CTS timing repair for setup landed at 0. Buffers placed on the I/O ports in this run total 39. Summing every instance area after synthesis gives 5012 sq um. In the final report, the number of pins over their slew limit comes to 0. The floorplan step records an initial core utilization of 41.38%. Number of buffers created by CTS landed at 17. Maximum fanout along the worst path landed at 7. On the worst path, the slowest cell contributes a delay of 0.46 ns. The first global-routing pass estimated 15.90 mm of wire. In the synthesis report, Yosys lists the chip area as 5012 sq um. Number of core rows landed at 40. The repair_antennas step left the layout with diodes totalling 0. Number of synthesized flops with an enable pin landed at 128.

Placed standard-cell area landed at 5743 sq um. Along the worst hold path, the cell count comes to 1. Sorting the synthesis cell report by count puts at the top sky130_fd_sc_hd__edfxtp_1. Warnings raised by the tools during the run amount to 26. The transition time recorded at the tightest slew-check pin is 0.3765 ns. Warnings reported by Yosys during synthesis add up to 2. Sequential-to-total area share from yosys stat landed at 76.68%. Area enclosed by the die boundary landed at 12,980 sq um. The launch point of the worst min-delay path is recorded as data_in[15]. The completed layout was analyzed and its total power is 3846 uW.

Remaining antenna violation count landed at 0. The analysis reports a worst IR drop on VDD of 0.3306 mV. The worst path uses 97.41% of the clock period. Average routed wire per standard cell landed at 18.32 um. Static leakage landed at 0.002168 uW. Yosys stat cell total landed at 294. Die boundary width landed at 113.9 um. Number of buffers between clock root and the deepest sink landed at 2. The worst setup path is launched from an input pin. The main area contributors are sky130_fd_sc_hd__edfxtp_1 (77%), sky130_fd_sc_hd__mux2i_1 (4.6%), sky130_fd_sc_hd__o32a_1 (2.6%). In the post-route analysis, the smallest setup slack over all paths is 0.08540 ns. Number of remaining DRC errors landed at 0. By count the netlist is led by sky130_fd_sc_hd__edfxtp_1 (128), sky130_fd_sc_hd__mux2i_1 (23), sky130_fd_sc_hd__inv_1 (14).

Relative area change from synthesis to final layout landed at 25.99%. Post-CTS clock slew at the launch and capture registers of the worst setup and hold paths landed at 0.06 ns. For the final routed database, the setup TNS stands at 0 ns. Number of instances in the synthesized netlist landed at 294. Overall routing resource usage landed at 18.30%. The clock drives 128 sinks. TritonCTS built the clock tree.

The vertical die dimension reported for this design is 113.9 um. Total overflow reported by the global router landed at 0. Per the OpenROAD floorplan log, the area of the core is 12,110 sq um. Per the slew report, the remaining headroom to the max-slew limit stands at 74.82%. The pre-CTS setup check shows a worst slack of 0.08022 ns. Areal power density over the cells landed at 609.1 nW/um^2. Summed over all layers, the routed wires come to 9.950 mm.

For this run, the top clock speed supported by timing is 311.1 MHz. In this run, the number of DRC markers left after iteration 0 of detailed routing was 120. Looking at the critical path, the single cell with the biggest stage delay is sky130_fd_sc_hd__clkdlybuf4s50_1. Summing over every cut layer, the via total after detailed routing is 2,782.

The worst setup path is of the in2out kind. STA classifies the critical path endpoint as an output pin. Largest net degree at the start of global routing landed at 22. Listed in order, past its start point the critical path passes clkdlybuf4s50_1, or2_2, buf_4, o32ai_1, o32a_1, clkdlybuf4s50_1. Number of antenna violations at the first check in global routing landed at 0. Cts-stage hold buffer count landed at 0. STA shows the worst min-delay path finishing at r4.out[15]$_DFFE_PP_. CTS placed an instance of sky130_fd_sc_hd__clkbuf_16 at the clock tree root. Post-synth the commonest register cell is sky130_fd_sc_hd__edfxtp_1. The via count of the first global-routing pass was 2,939. Setup repair after global routing could not meet its margin everywhere. Per the final timing report, the hold violations number 0.
layout by cell type, fill, tap and decap left out, types with 11 or more instances in the layout:
cell	synthesis	final
sky130_fd_sc_hd__nor2b_1	13	13
sky130_fd_sc_hd__clkbuf_16	0	17
sky130_fd_sc_hd__edfxtp_1	128	128
sky130_fd_sc_hd__inv_1	14	14
sky130_fd_sc_hd__a21oi_1	13	13
sky130_fd_sc_hd__buf_4	4	26
sky130_fd_sc_hd__a22o_1	12	12
sky130_fd_sc_hd__a211oi_1	13	13
sky130_fd_sc_hd__mux2i_1	23	23
sky130_fd_sc_hd__o32a_1	13	13
sky130_fd_sc_hd__o32ai_1	13	13
sky130_fd_sc_hd__nor2_1	11	11
sky130_fd_sc_hd__clkdlybuf4s50_1	0	37
layout make-up:
| class | count | area [sq um] |
|---|---|---|
| Timing Repair Buffer | 68 | 625.6 |
| Multi-Input combinational cell | 133 | 1021 |
| Clock buffer | 18 | 429.2 |
| Sequential cell | 128 | 3844 |
| Clock inverter | 14 | 132.6 |
| Fill cell | 984 | 5797 |
| Tap cell | 168 | 210.2 |
| Inverter | 14 | 52.55 |
state kept, by name, indices dropped and copies added (netlist names):
register,cells
r0.out,16
r1.out,16
r2.out,16
r3.out,16
r4.out,16
r5.out,16
r6.out,16
r7.out,16
repair_timing:
action / 4_1_cts / 5_1_grt
resized: 0 / 3
endpoints found under the hold margin: 0 / 0
setup endpoints to repair: 0 / 11
how the worst max path moves through the flow:
| stage | slack (ns) | to | from | depth (start not counted) |
|---|---|---|---|---|
| 4_1_cts | 0.02 | data_out[6] | readnum[2] | 7 |
| 5_1_grt | -0.005 | data_out[14] | readnum[2] | 6 |
| 6_report | 0.09 | data_out[7] | readnum[2] | 6 |
where the power goes:
part	internal [uW]	total, uW	switching, uW
Combinational	135	260	125
Clock	1040	1730	686
Sequential	1850	1860	11.1
worst max-delay path: cells and delay by family:
family | cells | cell delay [ns]
buffers and inverters | 3 | 1.08
AND-OR/OR-AND | 2 | 0.41
AND/OR/NAND/NOR | 1 | 0.40
logic make-up after synthesis:
kind of cell    share of synthesized area (%)
buf+inv                                 3.145
simple gates                            3.944
mux                                     4.593
flops                                   76.69
compound gates                          11.63
stage by stage:
step | hold slack [ns] | cells | utilization [%]
2_1_floorplan | 0.7589 | 294 | -
3_3_place_gp | 1.398 | 511 | 47.42
4_1_cts | 0.9750 | 543 | 52.06
3_5_place_dp | 1.416 | 511 | 47.42
5_1_grt | 1.005 | 543 | 52.14
6_report | 0.9844 | 543 | 52.14
metal layers:
| layer | track usage, % | vias up | share of wire, % |
|---|---|---|---|
| met1 | 29.65 | 1330 | 44 |
| met3 | 10.50 | 5 | 10 |
| met4 | 1.818 | 0 | 0.76 |
| met2 | 24.65 | 117 | 45 |
| met5 | 0 | - | 0 |
| li1 | - | 1330 | - |
Power and IR drop assume default switching activity.
